### flow/run.sh
#!/bin/bash
# OpenROAD 26Q1-2900-gdf79404cd8, Yosys 0.63+post, stock flow scripts
make -C /OpenROAD-flow-scripts/flow DESIGN_CONFIG=/design/flow/config.mk WORK_HOME=/design/flow/orfs finish
### flow/config.mk
export PLATFORM = sky130hd
export DESIGN_NAME = ID_EXE
export DESIGN_NICKNAME = ID_EXE
export VERILOG_FILES = /design/flow/design.v
export SDC_FILE = /design/flow/constraint.sdc
export NUM_CORES = 4
export LEC_CHECK = 1
export CORE_AREA = 10 10 165 165
export DIE_AREA = 0 0 175 175
### flow/constraint.sdc
current_design ID_EXE

set clk_period 1.0
set clk_io_pct 0.2

create_clock -name clk0 -period $clk_period [get_ports {clk}]

set non_clock_inputs [all_inputs -no_clocks]
set_input_delay [expr $clk_period * $clk_io_pct] -clock clk0 $non_clock_inputs
set_output_delay [expr $clk_period * $clk_io_pct] -clock clk0 [all_outputs]
### flow/design.v
module IF_ID (
    clk,
    instruction_in,
    instruction_out,
    pc_in, 
    pc_out,
    stall,       
    flush        
);
input                   clk;
input           [31:0]  instruction_in, pc_in;
input                   stall, flush;
output  reg     [31:0]  instruction_out, pc_out;
always @(posedge clk) begin
    if (stall) begin
            instruction_out <=  instruction_out;
            pc_out          <=  pc_out;
    end
    else if (flush) begin
            instruction_out <=  0;
            pc_out          <=  0;   
    end
    else begin
            instruction_out <= instruction_in;
            pc_out          <= pc_in; 
    end
end
endmodule
module ID_EXE (
    clk, 
    rs1_in, rs2_in, rs1_addr_in, rs2_addr_in, rd_addr_in, imm_in, aluctrl_in, alusrc_in, memwrite_in, memread_in, mem2reg_in, regwrite_in,
    rs1_out, rs2_out, rs1_addr_out, rs2_addr_out, rd_addr_out, imm_out, aluctrl_out, alusrc_out, memwrite_out, memread_out, mem2reg_out, regwrite_out);
input           clk;
input           alusrc_in, memread_in, memwrite_in, mem2reg_in, regwrite_in;
input   [3:0]   aluctrl_in;
input   [4:0]   rs1_addr_in, rs2_addr_in, rd_addr_in;
input   [31:0]  rs1_in, rs2_in, imm_in;
output  reg             alusrc_out, memread_out, memwrite_out, mem2reg_out, regwrite_out;
output  reg     [3:0]   aluctrl_out;
output  reg     [4:0]   rs1_addr_out, rs2_addr_out,rd_addr_out;
output  reg     [31:0]  rs1_out, rs2_out, imm_out;
always @(posedge clk) begin
    rs1_out         <=  rs1_in;
    rs2_out         <=  rs2_in;
    rs1_addr_out    <=  rs1_addr_in;
    rs2_addr_out    <=  rs2_addr_in;
    rd_addr_out     <=  rd_addr_in;
    imm_out         <=  imm_in;
    alusrc_out      <=  alusrc_in;
    aluctrl_out     <=  aluctrl_in;
    memwrite_out    <=  memwrite_in;
    memread_out     <=  memread_in;
    mem2reg_out     <=  mem2reg_in;
    regwrite_out    <=  regwrite_in;
end
endmodule
module EXE_MEM (
    clk,
    alu_result_in, memwrite_addr_in, rd_addr_in, memread_in, memwrite_in, mem2reg_in, regwrite_in,
    alu_result_out, memwrite_addr_out, rd_addr_out, memread_out, memwrite_out, mem2reg_out, regwrite_out
);
input           clk;
input           memread_in, memwrite_in, mem2reg_in, regwrite_in;
input   [4:0]   rd_addr_in;
input   [31:0]  alu_result_in, memwrite_addr_in;
output  reg             memread_out, memwrite_out, mem2reg_out, regwrite_out;
output  reg     [4:0]   rd_addr_out;
output  reg     [31:0]  alu_result_out, memwrite_addr_out;
always @(posedge clk) begin
    memread_out         <=  memread_in;
    memwrite_out        <=  memwrite_in;
    mem2reg_out         <=  mem2reg_in;
    regwrite_out        <=  regwrite_in;
    memwrite_addr_out   <=  memwrite_addr_in;
    rd_addr_out         <=  rd_addr_in;
    alu_result_out      <=  alu_result_in;
end
endmodule
module MEM_WB (
    clk, 
    mem2reg_in, regwrite_in, rd_addr_in, alu_result_in, mem_result_in, 
    mem2reg_out, regwrite_out, rd_addr_out, alu_result_out, mem_result_out
);
input           clk;
input           mem2reg_in, regwrite_in;
input   [4:0]   rd_addr_in;
input   [31:0]  alu_result_in, mem_result_in;
output  reg        mem2reg_out, regwrite_out;
output  reg [4:0]   rd_addr_out;
output  reg [31:0]  alu_result_out, mem_result_out;
always @(posedge clk) begin
    mem2reg_out     <=  mem2reg_in;
    regwrite_out    <=  regwrite_in;
    rd_addr_out     <=  rd_addr_in;
    alu_result_out  <=  alu_result_in;
    mem_result_out  <=  mem_result_in;
end
endmodule
==> results.toml <==
# yosys + openroad results
[run_status]
status = "complete, but fails checks"
violations = "setup timing"

[power]
switching_share_pct = 18.7
cellPowerDensity_mw_per_mm2 = 2290
p_int_mw = 9.84
p_comb_share_pct = 5.8
power.share.clock_pct = 52.1
p_seq_share_pct = 42.1
p_switching_mw = 2.27
power.total_mw = 12.1
p_leak_nw = 2.27
ir_drop_v = 0.00104

[global_routing]
top_usage_layer = "met2"
grt_use_met1_pct = 6.92
grt_max_degree = 17
antenna_found_initial = 0
use_met3_pct = 4.05
grt_pass1_vias = 2012
grt_pass1_wl_um = 13600
use_met2_pct = 9.30
overflow = 0
grt_usage_pct = 6.02

[logic_synthesis]
synth_flops = 120
synthArstFlopShare_pct = 0
edf_count = 0
postSynthAreaPerCell_sq_um = 20.0
synth_area_sq_mm = 0.00240
top_cell_area_share_pct = 100
postSynthCellCount = 120
yosys.area.top_type = "dfxtp_1"
top_cells_by_area = "dfxtp_1"
synthMostInstantiatedCell = "dfxtp_1"
synth.distinct_cells = 1
yosysChipArea_sq_mm = 0.00240
synthFlopType = "dfxtp_1"
common_cells = "dfxtp_1"
synth_warnings = 1
ys_seq_share_pct = 100
ys_cells = 120

[worst_setup_path]
path_cells = "buf_2"
critical_path_class = "reg2out"
slowest_delay_ns = 0.31
slowest_stage = "dfxtp_1"
crit_path_start_kind = "flop"
required_ns = 0.80
arrival_ns = 0.83
path_max_fanout = 1
endpoint_kind = "output pin"
crit_buf_inv = 1
path_delay_family = "flip-flops"

[place]
io_buffers = 240
dp_hpwl_um = 7890
gp_congestion = 0.737
placedCellCount = 679

[final_timing]
fin_ws_ns = -0.0337
tightestPinTransition_ns = 0.181
finalCritPeriodShare_pct = 103
report.final.slew_viol_count = 0
setup_viol = 68
slew_headroom_pct = 88.0
min_period_ns = 1.03
rsz0062_at_grt = "true"
hold_viol = 0
fmax_ghz = 0.967

[die]
die_w_um = 175
io_pins = 241
initial_utilization_pct = 10.2
dieArea_sq_mm = 0.0306
core_sq_mm = 0.0235
row_count = 56
die_y_um = 175

[job]
warnings = 27
drv_cap = 0

[route]
dr.pass1.iters = 4
drt_iter0_drc = 29
vias = 1835
wl_per_cell_um = 13.5
drc = 0
via_per_inst = 2.58
postRouteAntennaNets = 0
totalWireLength_um = 9630

[layout]
drive_gt1_share_pct = 43.2
area_growth_pct = 120
stdcell_count = 711
comb_cells = 0
comb_area_sq_um = 0

[clocking]
cts_hold_buf = 0
htree_levels = 4
cts_made_buffers = 17
tritoncts = "done"
numClockSinks = 120
cts_max_path_buffers = 2
path_clk_slew_ns = 0.06
cts_root_buf = "clkbuf_16"

[hold_path]
hold_class = "in2reg"
==> flip-flops by register name (all words and copies together) (netlist names) <==
name          flops
aluctrl_out       4
alusrc_out        1
imm_out          32
mem2reg_out       1
memread_out       1
memwrite_out      1
rd_addr_out       5
regwrite_out      1
rs1_addr_out      5
rs1_out          32
rs2_addr_out      5
rs2_out          32
==> per-layer routing <==
metal | share of wire, % | vias to the layer above
met2 | 45 | 144
met5 | 0 | -
met1 | 40 | 786
li1 | - | 895
met4 | 1.7 | 0
met3 | 14 | 10
==> power groups by stage <==
stage	combinational, mW	sequential, mW	clock (mW)
after CTS	0.723	5.10	6.54
after global routing	0.769	5.13	6.77
final	0.701	5.10	6.30
==> logic make-up (layout without fill, tap and decap cells) <==
logic type   count (synthesis)  count (layout)  synth area share (%)
buf+inv                      0             271                     0
flops                      120             120                   100
other cells                  0               1                     0
==> repair_timing <==
item,CTS,global route
endpoints found under the setup margin,120,120
gates resized,400,13
setup buffers,0,0
pin swaps,0,0
==> worst paths after layout <==
check                  startpoint               to  slack, ns  cells after the start
setup / recovery  rs1_addr_out[2]  rs1_addr_out[2]      -0.03                      1
hold / removal         rs1_in[28]      rs1_out[28]       0.23                      1
==> placed cells by master, fill, tap and decap left out <==
| master | n |
|---|---|
| clkdlybuf4s50_1 | 120 |
| clkbuf_16 | 17 |
| bufinv_16 | 3 |
| diode_2 | 1 |
| dfxtp_1 | 101 |
| dfxtp_2 | 19 |
| clkinv_2 | 4 |
| clkbuf_8 | 5 |
| clkinvlp_4 | 1 |
| clkbuf_1 | 1 |
| buf_6 | 6 |
| buf_2 | 114 |
==> stage by stage <==
stage | util, % | worst slack, ns | area (sq um) | setup TNS [ns] | hold WS, ns
6_report | 22.4 | -0.0337 | 5280 | -0.570 | 0.229
3_3_place_gp | 22.1 | -0.0540 | 5200 | -0.213 | 0.648
2_1_floorplan | - | 0.538 | 2400 | 0 | 0.228
5_1_grt | 22.4 | -0.0806 | 5280 | -6.18 | 0.198
4_1_cts | 22.3 | -0.0734 | 5250 | -4.33 | 0.198
3_5_place_dp | 22.1 | -0.0542 | 5200 | -0.200 | 0.652
==> area by class of cell <==
cell class              count  area (sq um)
well taps                 319           399
clock buffers              23           498
diodes                      1          2.50
repair buffers            240          1840
flip-flops and latches    120          2430
clock inverters             8           118
fillers                  2574         18300
Power and IR drop assume default switching activity.
