==> flow/design.v <==
module Branch_Detection (
    pc_id, imm, rs1, rs2, branch, 
    do_branch, branch_addr
);
input   [31:0]  pc_id, imm; 
input   [31:0]  rs1, rs2;
input           branch;
output          do_branch;
output  [31:0]  branch_addr;
assign  do_branch   =   branch & (rs1 == rs2);
assign  branch_addr =   pc_id + (imm << 1);
endmodule
==> flow/run.sh <==
#!/bin/bash
# OpenROAD 26Q1-2900-gdf79404cd8, Yosys 0.63+post, stock flow scripts
make -C /OpenROAD-flow-scripts/flow DESIGN_CONFIG=/design/flow/config.mk WORK_HOME=/design/flow/orfs finish
==> flow/config.mk <==
export PLATFORM = sky130hd
export DESIGN_NAME = Branch_Detection
export DESIGN_NICKNAME = Branch_Detection
export VERILOG_FILES = /design/flow/design.v
export SDC_FILE = /design/flow/constraint.sdc
export NUM_CORES = 4
export LEC_CHECK = 1
export CORE_AREA = 10 10 99 99
export DIE_AREA = 0 0 109 109
==> flow/constraint.sdc <==
current_design Branch_Detection

set clk_period 17.1
set clk_io_pct 0.2

create_clock -name clk0 -period $clk_period

set non_clock_inputs [all_inputs -no_clocks]
set_input_delay [expr $clk_period * $clk_io_pct] -clock clk0 $non_clock_inputs
set_output_delay [expr $clk_period * $clk_io_pct] -clock clk0 [all_outputs]
==> flow_metrics.tcl <==
# implementation run metrics
set metrics [dict create \
    outcome "completed" \
    power.leakage_uw 0.00143 \
    cts-hold-fix-buffers 0 \
    ios 162 \
    cp.arrival_ns 6.39 \
    wl_met1_mm 3.68 \
    crit_fanout 6 \
    power.net_switching_uw 54.4 \
    clock_buffers 0 \
    gp_routability_congestion 0.892 \
    post-route-cell-area_um2 3860 \
    min_delay_path_depth 0 \
    timing.critical_path.required_ns 13.68 \
    max_freq_mhz 102 \
    worst_ir_drop_vdd_v 0.0000159 \
    wl_met3_um 736 \
    drt_first_pass_iters 6 \
    postRouteAntennaNets 0 \
    fp_util_pct 28.7 \
    post_synthesis_sequential_area_ratio_pct 0 \
    syn_area_um2 2210 \
    synth_largest_type_area_fraction_pct 17.4 \
    core_area_um2 7730 \
    syn2layout_area_growth_pct 74.5 \
    power.internal_uw 85.6 \
    first_pass_grt_wire_length_mm 13.7 \
    seq_area_um2 0 \
    most_numerous_logic_cell_after_layout "sky130_fd_sc_hd__clkdlybuf4s50_1" \
    tot_pwr_uw 140 \
    uppermost_metal_layer_occupied_by_signal_nets "met3" \
    drive_above_1_share_pct 3.32 \
    final.period_utilization_pct 57.4 \
    fp.dieArea_um2 11900 \
    syn-mean-instance-area_um2 7.26 \
    ys_cells 305 \
    hold-path-endpoint "branch_addr[0]" \
    layout_top_cells_excl_fill_tap "sky130_fd_sc_hd__clkdlybuf4s50_1, sky130_fd_sc_hd__xnor2_1, sky130_fd_sc_hd__nand2_1, sky130_fd_sc_hd__ha_1, sky130_fd_sc_hd__a21oi_1" \
    comb_power_share_pct 100.0 \
    comb_area_um2 2130 \
    power.share.switching_pct 38.9 \
    floorplan.die.width_um 109 \
    report.final.setup_viol 0 \
    power_per_standard_cell_area_nw_per_um2 36.2 \
    routed_via_density 4.94 \
    timing.setup.tns_ns 0 \
    hpwlAfterDp_mm 8.03 \
    warnings 33 \
    hp-class "in -> out" \
    post_cts_buffers 0 \
    synth_top_cell_by_area "sky130_fd_sc_hd__xnor2_1" \
    grt_pass1_vias 2669 \
    postCtsResizedCells 0 \
    port_buffers 159 \
    slew_worst_pin_ns 0.408 \
    worst_setup_ep_type "output port" \
    grt.overflow.total 0 \
    std_cell_rows 32 \
    hold_path_startpoint "pc_id[0]" \
    synthTopCellsByArea "sky130_fd_sc_hd__xnor2_1, sky130_fd_sc_hd__ha_1, sky130_fd_sc_hd__a21oi_1" \
    drc_violation_count_after_routing 0 \
    grt_max_degree 13 \
    clock_power_share_pct 0 \
    syn_inst 305 \
    wire_length_on_met2_mm 4.31 \
    wire_per_inst_um 15.8 \
    share_seq_of_total_power_pct 0 \
    grt_setup_unrepaired "no" \
    timing.final.max_slew_violations 0 \
    antenna-diode-count 0 \
    synth.yosys.warnings 0 \
    routed_wl_mm 8.73 \
    criticalPathCategory "in -> out" \
    globalRouteTotalUtil_pct 14.0 \
    max-slew-margin-rel_pct 72.6 \
    vias 2736 \
    drt-initial-drc-count 101 \
    fillerInstances 753 \
    hold_viol 0 \
    number_of_antenna_violations_at_the_first_check_in_global_routing 0 \
    synthDistinctLibCells 61 \
    cp-start-kind "input port" \
    detailed_place.area_um2 3860 \
    min_period_ns 9.81 \
    n_sequential_cell 0 \
    max-cap-violations 0 \
    die_y_extent_um 109 \
    synth.yosys.chip_area_um2 2210 \
]
## power by group through the flow
stage,registers [uW],logic [uW],clock network (uW)
CTS,0,142,0
global route,0,155,0
finish,0,140,0
## worst max path at each step
stage | depth (start not counted) | start | end | slack, ns
CTS | 10 | pc_id[1] | branch_addr[29] | 7.30
global route | 10 | imm[0] | branch_addr[29] | 7.13
finish | 10 | pc_id[1] | branch_addr[29] | 7.29
## synthesized netlist by cell type (all sizes together), types with 3 or more instances
cell type  number
ha             30
nand3           9
and4            4
nand2b          3
a21oi          31
inv             3
xor2           13
buf             7
o21ai          27
clkbuf          5
nor4            6
a31oi           6
o21a            5
nand2          30
and3            3
a21o            5
nor2           18
o31ai           3
xnor2          44
nand4          12
a211oi          7
## per-stage QoR
| stage | util, % | hold slack [ns] | setup slack, ns | cells |
|---|---|---|---|---|
| 2_1_floorplan | - | 6.91 | 8.36 | 305 |
| 3_3_place_gp | 50.0 | 6.84 | 7.31 | 554 |
| 3_5_place_dp | 50.0 | 6.84 | 7.31 | 554 |
| 4_1_cts | 50.0 | 6.84 | 7.30 | 554 |
| 5_1_grt | 50.0 | 6.84 | 7.13 | 554 |
| 6_report | 50.0 | 6.84 | 7.29 | 554 |
## area by class of cell
class | count | share of cell area [%]
well taps | 102 | 3.30
inverters | 3 | 0.291
multi-input cells | 290 | 55.2
repair buffers | 159 | 41.2
## per-layer routing
metal	GRT usage, %	vias up
met5	0	-
met4	0	0
met3	3.82	0
met2	24.9	71
met1	17.4	1212
li1	-	1453
## kinds of logic (layout without fill, tap and decap cells)
logic type                 Yosys count  in the layout  share of synthesized area, %
AOI/OAI and AO/OA                  103            103                          32.6
and+or+nand+nor                     97             97                          22.4
xor gates and xnor gates            57             57                          22.5
adders and majority gates           31             31                          17.9
buffers and inverters               15            162                          3.62
muxes                                2              2                         0.960
## worst max-delay path: stages
cell,delay [ns]
sky130_fd_sc_hd__clkdlybuf4s50_1,0.40
sky130_fd_sc_hd__ha_1,0.23
sky130_fd_sc_hd__fa_1,0.43
sky130_fd_sc_hd__a211oi_1,0.42
sky130_fd_sc_hd__o21ai_2,0.16
sky130_fd_sc_hd__nand4_2,0.14
sky130_fd_sc_hd__o211ai_4,0.14
sky130_fd_sc_hd__or4_1,0.48
sky130_fd_sc_hd__and4_1,0.16
sky130_fd_sc_hd__clkdlybuf4s50_1,0.40
No activity file was given, so power comes from the tool's default toggle rates.
